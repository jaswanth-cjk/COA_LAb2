File: ./run.sh
#!/bin/bash
# OpenROAD 26Q1-2900-gdf79404cd8, Yosys 0.63+post, stock flow scripts
make -C /OpenROAD-flow-scripts/flow DESIGN_CONFIG=/design/flow/config.mk WORK_HOME=/design/flow/orfs finish
File: ./config.mk
export PLATFORM = sky130hd
export DESIGN_NAME = Str_4_bit_Counter
export DESIGN_NICKNAME = Str_4_bit_Counter
export VERILOG_FILES = /design/flow/design.v
export SDC_FILE = /design/flow/constraint.sdc
export NUM_CORES = 4
export LEC_CHECK = 1
export CORE_AREA = 10 10 92 92
export DIE_AREA = 0 0 102 102
File: ./constraint.sdc
current_design Str_4_bit_Counter

set clk_period 3.5
set clk_io_pct 0.2

create_clock -name clk0 -period $clk_period [get_ports {clk}]

set non_clock_inputs [all_inputs -no_clocks]
set_input_delay [expr $clk_period * $clk_io_pct] -clock clk0 $non_clock_inputs
set_output_delay [expr $clk_period * $clk_io_pct] -clock clk0 [all_outputs]
File: ./design.v
`timescale 1ns / 1ps
module Add_by_one( a,sum);
	 input [3:0] a;
    output [3:0] sum;
    wire [3:0] p, g;         
    wire [3:0] c;            
    assign p = a;        
    assign c[0] = 1'b1;
    assign c[1] = p[0];
    assign c[2] =(p[1] & p[0]);
    assign c[3] = (p[2] & p[1] & p[0]);
    assign c_out =  (p[3] & p[2] & p[1] & p[0]);
    assign sum = p ^ c;
endmodule
`timescale 1ns / 1ps
 module D_Flipflop( input clk, input rst, input D, output reg Q); 
 always @ (posedge (clk) or posedge (rst))
  begin  
    if(rst)
	      Q= 0;
	 else 
	     Q= D;
  end
  endmodule 
`timescale 1ns / 1ps
module Str_4_bit_Counter( clk, dff_out, rst );
input clk,rst;
output [3:0] dff_out;
wire [3:0] sum_out;
wire [3:0] dff_out;
wire c;
wire newclk;
Str_Clk_divider div(.clk(clk) , .newclk(newclk));
D_Flipflop d1(newclk, rst,sum_out[0],dff_out[0]);
D_Flipflop d2(newclk, rst,sum_out[1],dff_out[1]);
D_Flipflop d3(newclk, rst,sum_out[2],dff_out[2]);
D_Flipflop d4(newclk, rst,sum_out[3],dff_out[3]);
Add_by_one add(dff_out, sum_out);
endmodule
`timescale 1ns / 1ps
module Str_Clk_divider(input clk, output reg newclk );
reg [20:0] count =21'd0;
always @(posedge clk)
  begin
     count=count+1;
	  newclk=count[20];
  end
endmodule
==> flow_summary.yaml <==
# physical design summary
outcome:
  outcome: "completed"
sta:
  hold_slack_ns: 0.418
  clock.fmax_mhz: 566
  untimed_endpoints: 8
  timing.final.ws_setup_ns: 1.73
  worst_pin_slew_ns: 0.542
  unclocked_regs: 4
  hold_viol: 0
  slew_headroom_pct: 63.5
  drv_slew: 0
  rsz0062_at_grt: "no"
  min_period_ns: 1.77
  setup_viol_count_final: 0
  tns_ns: 0
  fin_worst_skew_ns: 0.00657
  fin_crit_sh_pct: 50.5
flow_run:
  warnings: 25
  drv_cap: 0
route:
  via_per_inst: 3.33
  drt-total-wl_um: 1330
  wl_met3_um: 110
  ant_nets: 0
  m1WireLength_um: 684
  diodes: 0
  wl_per_cell_um: 7.68
  first_iter_violations: 24
  vias: 576
  drtPass1Iterations: 4
  wl_met2_um: 517
  route.top_layer_used: "met4"
  drc: 0
power_and_ir_drop:
  switching_share_pct: 16.6
  seq_power_share_pct: 51.7
  p_switching_w: 0.0000802
  p_leak_nw: 0.434
  power_frac_comb_pct: 0.4
  p_int_w: 0.000404
  peakVddDrop_mv: 0.311
  clkPwrFrac_pct: 47.9
  p_per_area_mw_per_mm2: 409
global_route:
  gr-total-overflow: 0
  grt_usage_pct: 2.68
  antenna_found_initial: 0
  grt_first_pass_wirelength_um: 2380
  first_global_vias: 529
  grt_max_degree: 14
synth:
  ys_types: 18
  synth_stat.cells: 91
  yosys_area_sq_um: 996
  ys_ff: 26
  netlist_instances: 91
  yosys.stat.seqShare_pct: 54.3
  syn_area_sq_um: 996
  synth-warning-count: 3
  syn_area_per_cell_sq_um: 10.9
clock_network:
  h-tree-depth: 1
  clkLatencyLatePin_ns: 0.26
  ctsResizeCount: 0
  post-cts-setup-buffers: 0
  clk_pin_slew_ns: 0.08
  tritoncts: "built"
  cts_hold_buf: 0
  clock_path_buffers: 2
  cts_buffers: 3
  cts-root-buf: "clkbuf_8"
critical_path:
  cp-endpoint: "div.count[20]"
  cp_data_required_time_ns: 3.68
  r2r_slack_ns: 1.73
  rr_startpoint: "div.count[0]"
  end_kind: "register"
  critPathLaunchType: "register"
  crit_start: "div.count[0]"
  path_max_fanout: 4
  ff2ff_path_depth: 5
  crit_arrival_ns: 1.95
  r2r-end: "div.count[20]"
  criticalPathCategory: "reg2reg"
final_layout:
  area_delta_synth_final_pct: 18.8
  lay_top_cells: "22 x dfxtp_1, 13 x xnor2_1, 11 x nand3_1, 8 x xor2_1, 6 x inv_1"
  final_common_cell: "dfxtp_1"
  layout-drive-gt1-share_pct: 9.38
  fill_cells: 702
place:
  post-place-ws_ns: 1.74
  place_hpwl_um: 960
  gp_congestion: 0.697
  portBuffers: 5
die:
  ios: 6
  rows: 29
  die_y_um: 102
  fp.dieW_um: 102
  core_util_floorplan_pct: 15.4
  dieArea_sq_mm: 0.0104
  coreArea_sq_mm: 0.00646
hold_path:
  hp-class: "reg2reg"
  hold_start: "div.count[0]"
-- cell families (layout without fill, tap and decap cells) --
kind of cell | count (synthesis) | after routing | share of synthesized area, %
XOR/XNOR | 21 | 21 | 18.5
adder cells (fa/ha/maj) | 2 | 2 | 2.51
buffers and inverters | 10 | 15 | 5.28
flip-flops | 26 | 26 | 54.3
AND/OR/NAND/NOR | 32 | 32 | 19.5
-- through the flow --
step           util [%]  total power, W  std cells  area (sq um)
2_1_floorplan         -        0.000257         91           996
3_3_place_gp       17.2        0.000258        169          1110
3_5_place_dp       17.2        0.000258        169          1110
4_1_cts            18.3        0.000492        173          1180
5_1_grt            18.3        0.000503        173          1180
6_report           18.3        0.000484        173          1180
-- routing by layer --
layer	track usage, %	up-vias
met1	3.61	256
li1	-	306
met2	4.00	12
met3	1.09	2
met5	0	-
met4	0.542	0
-- power by group through the flow --
stage     sequential, W  combinational, W  clock, W
4_1_cts        0.000250        0.00000205  0.000240
5_1_grt        0.000250        0.00000228  0.000250
6_report       0.000250        0.00000200  0.000232
-- cell usage after synthesis (all sizes together) --
| master | count | share of area, % |
|---|---|---|
| inv | 6 | 2.3 |
| xnor2 | 13 | 11 |
| nor4 | 3 | 3.1 |
| dfxtp | 22 | 44 |
| nand4 | 3 | 2.5 |
| nand3 | 12 | 7.3 |
| or3 | 1 | 1.1 |
| xor2 | 8 | 7.0 |
| nand2 | 5 | 1.9 |
| nor3 | 2 | 1.0 |
| and3 | 1 | 0.63 |
| nor2 | 5 | 1.9 |
| dfrtp | 4 | 10 |
| buf | 4 | 3.0 |
| ha | 2 | 2.5 |
-- worst min path at each step --
stage	endpoint	slack (ns)	cells after the start
after CTS	div.count[0]	0.43	1
after global routing	div.count[0]	0.45	1
final	div.count[0]	0.42	1
-- flip-flops by register name (all words and copies together), names as in the netlist --
register,flops
d3.Q,1
d1.Q,1
d2.Q,1
d4.Q,1
div.count,21
div.newclk,1
-- layout make-up --
cell class,count,area [sq um],share of cell area [%]
inverters,6,22.5,1.90
repair buffers,5,50.0,4.23
multi-input cells,55,403,34.0
flip-flops and latches,26,541,45.7
well taps,77,96.3,8.14
clock buffers,3,41.3,3.49
clock inverters,1,30.0,2.54
-- critical path, stage by stage (launching register included) --
cell,delay [ns]
dfxtp_1,0.38
ha_1,0.23
nand4_2,0.15
or3_4,0.42
nor4_2,0.30
xor2_1,0.22
Power and IR drop assume default switching activity.
