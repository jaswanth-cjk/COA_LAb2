$ cat run.sh
#!/bin/bash
# OpenROAD 26Q1-2900-gdf79404cd8, Yosys 0.63+post, stock flow scripts
make -C /OpenROAD-flow-scripts/flow DESIGN_CONFIG=/design/flow/config.mk WORK_HOME=/design/flow/orfs finish
$ cat config.mk
export PLATFORM = sky130hd
export DESIGN_NAME = B_4_bit_upcounter
export DESIGN_NICKNAME = B_4_bit_upcounter
export VERILOG_FILES = /design/flow/design.v
export SDC_FILE = /design/flow/constraint.sdc
export NUM_CORES = 4
export LEC_CHECK = 1
export CORE_AREA = 10 10 92 92
export DIE_AREA = 0 0 102 102
$ cat constraint.sdc
current_design B_4_bit_upcounter

set clk_period 3.5
set clk_io_pct 0.2

create_clock -name clk0 -period $clk_period [get_ports {clk}]

set non_clock_inputs [all_inputs -no_clocks]
set_input_delay [expr $clk_period * $clk_io_pct] -clock clk0 $non_clock_inputs
set_output_delay [expr $clk_period * $clk_io_pct] -clock clk0 [all_outputs]
$ cat design.v
`timescale 1ns / 1ps
module B_4_bit_upcounter(clk, rst, y );
input clk;
input rst;
output reg [3:0] y;
wire newclk;
Clock_divider clk_div(.clk(clk) , .newclk(newclk));
always @(posedge newclk or posedge rst)
	begin
		 if(rst)
		 y<= 4'b0000;
		 else
		 begin
		  y<=y+4'd1;
		 end
	end
endmodule 
`timescale 1ns / 1ps
module Clock_divider(input clk, output reg newclk);
reg [20:0] count =21'd0;
always @(posedge clk)
  begin
     count=count+1;
	  newclk=count[20];
  end
endmodule
==> impl_metrics.tcl <==
# implementation run metrics
set metrics [dict create \
    cts_hold_buf 0 \
    fp_util 0.1494 \
    grt_pass1_vias 498 \
    rrSetupSlack_ns 2.04 \
    yosys_area_um2 964.7 \
    cts_tree "built" \
    slew_violations 0 \
    r2r_cells 5 \
    hold_class "register to register" \
    required_ns 3.69 \
    postSynthSeqShare 0.5603 \
    power.leakage_nw 0.4657 \
    yosys_cells 81 \
    combinationalPowerShare 0.004 \
    fin_setup_tns_ns 0 \
    hold-path-endpoint "clk_div.count[0]" \
    top_cells_by_area "dfxtp_1 (46%), xnor2_1 (11%), dfrtp_1 (10%), xor2_1 (8.2%), nand3_1 (4.2%)" \
    synth.largest_area_cell "dfxtp_1" \
    insertion_delay_ns 0.26 \
    finalHoldViolCount 0 \
    viasPerCell 3.228 \
    ir_drop_mv 0.3028 \
    track_usage 0.02512 \
    finalCritPeriodShare 0.4183 \
    cts-root-buf "clkbuf_8" \
    syn_area_um2 964.7 \
    diodes 0 \
    status "completed" \
    grt_pass1_wl_um 2194 \
    busiest_layer "met2" \
    drv_cap 0 \
    rsz0062_at_grt "no" \
    setup_violations 0 \
    finalPower_mw 0.4828 \
    critPathMaxFanout 5 \
    gr-total-overflow 0 \
    p_int_mw 0.4036 \
    gr-usage-met1 0.03441 \
    synth_cell_type_count 16 \
    yosys_warnings 2 \
    synth_flops 26 \
    dieArea_um2 10400 \
    start_kind "register" \
    cts_resized 0 \
    tightest_slew_ns 0.2582 \
    hp-start "clk_div.count[0]" \
    die_height_um 102 \
    vias 539 \
    ys_sh_aoi 0 \
    r2r_start "clk_div.count[0]" \
    fmax_mhz 683.0 \
    synth.cellmix.simpleShare 0.2075 \
    clockPowerShare 0.478 \
    warning_count 25 \
    synth-xor-area-share 0.1907 \
    place.gp.congestion 0.7582 \
    regToRegEndpoint "clk_div.count[14]" \
    p_seq_frac 0.518 \
    untimed_endpoints 8 \
    post_route_cells_drive_above_1_share 0.1000 \
    unclocked_regs 4 \
    hold_depth 1 \
    switching_share 0.1640 \
    syn_to_final_growth_pct 22.57 \
    top_area_frac 0.4565 \
    grt_max_degree 14 \
    cts_buffers 3 \
    critPathKind "register to register" \
    antenna_found_initial 0 \
    coreArea_um2 6459 \
    drc 0 \
    endpoint_kind "register" \
    io_buffer_count 5 \
    hpwlAfterDp_um 914 \
    mux_area_frac 0 \
    powerDensity_nw_per_um2 408.3 \
    post-cts-setup-buffers 0 \
    finClkSkew_ns 0.004303 \
    drtPass1Iterations 4 \
    die_x_um 102 \
    h-tree-depth 1 \
    clk_pin_slew_ns 0.08 \
    drt_iter0_drc 24 \
    rows 29 \
    maxSlewHeadroom 0.8273 \
    avgSynthCellArea_um2 11.91 \
    finalWirelength_um 1221 \
    num_io_pins 6 \
    logic_family "simple AND/OR/NAND/NOR gates" \
    arrival_ns 1.66 \
    grt_use_met2 0.03654 \
    ys_sh_adder 0.02594 \
    wl_per_cell_um 7.311 \
    p_switching_mw 0.07917 \
    ctsLongestPathBuffers 2 \
    period_needed_ns 1.464 \
    synthCells 81 \
    drtAntennaViolNets 0 \
    gr-usage-met3 0.01159 \
]
cells by family after synthesis:
family	count (synthesis)
fa+ha+maj	2
xor+xnor	21
buf+inv	4
simple gates	28
flops	26
worst max-delay path: stages, from the launching register on:
cell,delay (ns)
dfxtp_1,0.38
ha_1,0.25
nand3_4,0.12
nor3_4,0.26
and4_1,0.24
xor2_1,0.14
how the worst max path moves through the flow:
| stage | endpoint | startpoint | slack, ns |
|---|---|---|---|
| 4_1_cts | clk_div.count[14] | clk_div.count[0] | 2.02 |
| 5_1_grt | clk_div.count[14] | clk_div.count[0] | 1.96 |
| 6_report | clk_div.count[14] | clk_div.count[0] | 2.04 |
flip-flops by register name, summed over array words and instances, names as in the netlist:
register	cells
clk_div.count	21
y	4
clk_div.newclk	1
power by group through the flow:
stage / combinational, mW / sequential [mW] / clock [mW]
final: 0.00196 / 0.250 / 0.231
after global routing: 0.00232 / 0.250 / 0.250
after CTS: 0.00207 / 0.250 / 0.238
final cells by class:
type | instances | area [um2]
multi-input combinational | 51 | 409.1
clock buffer | 3 | 41.29
sequential | 26 | 540.5
tap | 77 | 96.34
fill | 708 | 5276
inverter | 4 | 15.01
timing repair buffer | 5 | 50.05
clock inverter | 1 | 30.03
per-layer routing:
layer | vias to the layer above | part of all wire
li1 | 289 | -
met4 | 0 | 0.0098
met1 | 240 | 0.54
met2 | 8 | 0.38
met5 | - | 0
met3 | 2 | 0.075
placed cells by master, fill, tap and decap left out, drive strengths merged:
cell type,count
dfrtp,4
inv,4
dfxtp,22
bufinv,1
clkdlybuf4s50,5
nor3,2
ha,2
clkbuf,3
and4,2
nand2,4
nand4,3
xnor2,12
nor2,4
nand3,10
xor2,9
and3,3
Yosys cell counts:
| cell | n |
|---|---|
| and3_1 | 3 |
| inv_1 | 4 |
| dfxtp_1 | 22 |
| nand4_1 | 2 |
| xor2_1 | 9 |
| nand3_1 | 8 |
| nand3_4 | 1 |
| nor3_4 | 2 |
| ha_1 | 2 |
| nand3_2 | 1 |
| nand2_1 | 4 |
| xnor2_1 | 12 |
| dfrtp_1 | 4 |
| and4_1 | 2 |
| nand4_4 | 1 |
| nor2_1 | 4 |
through the flow:
| stage | worst slack [ns] | cell area [um2] | util | hold WS [ns] | cells |
|---|---|---|---|---|---|
| floorplan | 2.183 | 964.7 | - | 0.3834 | 81 |
| detailed placement | 2.055 | 1111 | 0.1720 | 0.4034 | 163 |
| CTS | 2.022 | 1182 | 0.1831 | 0.4228 | 167 |
| finish | 2.036 | 1182 | 0.1831 | 0.4196 | 167 |
| global placement | 2.115 | 1111 | 0.1720 | 0.3928 | 163 |
| global route | 1.956 | 1182 | 0.1831 | 0.4312 | 167 |
Power figures rest on the tool's default switching activity, not on a simulated workload.
